<file path="config.mk">
export PLATFORM = sky130hd
export DESIGN_NAME = nBitCounter
export DESIGN_NICKNAME = nBitCounter
export VERILOG_FILES = /design/flow/design.v
export SDC_FILE = /design/flow/constraint.sdc
export NUM_CORES = 4
export LEC_CHECK = 1
export CORE_UTILIZATION = 30
</file>
<file path="constraint.sdc">
current_design nBitCounter

set clk_period 6.8
set clk_io_pct 0.2

create_clock -name clk0 -period $clk_period [get_ports {clk}]

set non_clock_inputs [all_inputs -no_clocks]
set_input_delay [expr $clk_period * $clk_io_pct] -clock clk0 $non_clock_inputs
set_output_delay [expr $clk_period * $clk_io_pct] -clock clk0 [all_outputs]
</file>
<file path="run.sh">
#!/bin/bash
# OpenROAD 26Q1-2900-gdf79404cd8, Yosys 0.63+post, stock flow scripts
make -C /OpenROAD-flow-scripts/flow DESIGN_CONFIG=/design/flow/config.mk WORK_HOME=/design/flow/orfs finish
</file>
<file path="design.v">
`timescale 1ns / 1ps
module nBitCounter #(parameter n = 32)(input clk, CLR, CE, load, input [n-1:0] Din, output reg [n-1:0] count);
	reg [n-1:0] count;
   always @(posedge clk)
      if (CLR)
         count <= 0;
      else if (CE)
         if (load)
            count <= Din;
         else
            count <= count + 1;
endmodule
</file>
==> reports/qor.yml <==
status:
  status: "completed"
min_path:
  hold_class: "reg -> reg"
  min_from: "count[25]"
  worstHoldEndpoint: "count[25]"
  worstHoldPathCells: 2
final_timing:
  setup_tns_ps: 0
  post-route-period-util_pct: 47.3
  fmax_mhz: 311
  hold_viol: 0
  max_slew_margin_pct: 48.0
  slew_viol_final: 0
  tightestPinTransition_ps: 773
  setup_violations: 0
  skew_ps: 4.49
  rsz0062_at_grt: "no"
  worst_slack_ps: 3580
  period_minus_slack_ps: 3220
worst_setup_path:
  slowest_stage: "and2_1"
  rr_endpoint: "count[16]"
  critPathTopFamily: "buffers and inverters"
  reg2reg_from: "count[0]"
  cp_data_arrival_time_ps: 3410
  cp-start-kind: "input pin"
  reg2reg_slack_ps: 4620
  path_cells: "clkdlybuf4s50_1 > buf_4 > and2_1 > nand2_1 > o21ai_0 > a211oi_1 > a311oi_1"
  max_stage_delay_ps: 610
  crit_type: "in -> reg"
  worstPathMaxFanout: 48
  cp.required_ps: 6990
  cp_num_buf_inv: 2
  crit_path_end_kind: "flop"
  rr_worst_depth: 6
die:
  die_area_um2: 7020
  io_pins: 68
  die_w_um: 83.8
  core_um2: 6390
  fp-utilization_pct: 31.4
  row_count: 29
  die_h_um: 83.8
power:
  fin_total_pwr_mw: 0.453
  leakagePower_nw: 0.975
  ir_drop_v: 0.0000727
  power-per-cell-area_nw_per_um2: 163
synth:
  ys_seq_share_pct: 31.9
  edf_count: 0
  top_cells_by_count: "dfxtp_1 (32), nor2_1 (32), nand2_1 (22)"
  ys_async_sr_fraction_pct: 0
  area_leaders: "dfxtp_1 (32%), nor2_1 (6.0%), a211oi_1 (4.9%)"
  syn_area_per_cell_um2: 7.78
  numSynthFlops: 32
  ys_warn_count: 1
  syn-cell-area_um2: 2010
  ys.flop_type: "dfxtp_1"
  ys_cells: 258
  synth_top_cell_by_area: "dfxtp_1"
  synthDistinctLibCells: 48
  top_area_share_pct: 31.9
  ys_area_um2: 2010
  postSynthCellCount: 258
cells_and_area:
  design_area_um2: 2790
  syn2layout_area_growth_pct: 38.9
  top_register: "count"
  final_util_pct: 43.7
  drive_gt1_share_pct: 6.65
  reg.largest.list: "count: 32 flops"
  largest_reg_flops: 32
  fill_cells: 666
clocking:
  cts_sinks: 32
  cts_setup_buffers: 0
  clk_pin_slew_ps: 70
  htreeDepth: 2
  clock_latency_ps: 280
  cts_tree: "built"
  cts_hold_buffers: 0
  cts_resized: 0
  cts_buffers: 5
  root_buffer: "clkbuf_8"
  clockBufferDepth: 2
detailed_routing:
  drtIter0Drc: 118
  drtPass1Iterations: 4
  wl_per_cell_um: 15.2
  antenna_cells_inserted: 0
  drc: 0
  final_antenna_net_count: 0
  routed_wl_mm: 5.97
  routed_via_density: 5.57
  vias: 2188
placed_design:
  dp_hpwl_mm: 4.02
  place_area_um2: 2700
  place_ws_ps: 3320
  io_buffers: 67
  place.gp.congestion: 0.800
grt:
  antenna_found_initial: 0
  grt_pass1_vias: 1996
  grt_use_total_pct: 17.2
  grt_max_degree: 49
  grt_pass1_wl_mm: 9.82
  grt.overflow.total: 0
flow_run:
  drv_cap: 0
  warning_count: 25
[area by class of cell]
class | count | area [um^2] | area share [%]
Inverter | 5 | 18.8 | 0.673
Tap cell | 77 | 96.3 | 3.46
Sequential cell | 32 | 641 | 23.0
Timing Repair Buffer | 70 | 693 | 24.9
Clock buffer | 8 | 90.1 | 3.23
Multi-Input combinational cell | 201 | 1250 | 44.8
[tightest hold or removal path, stage by stage, from the launching register on]
cell and delay [ps]:
dfxtp_1 350, nand3_1 80, nand3_1 50
[cell usage in the layout (no fill, tap or decap), drive strengths merged, types with 2 or more instances in the layout]
cell type / count
dfxtp: 32
or2: 2
a221oi: 4
clkdlybuf4s50: 67
a311oi: 6
nand2: 22
nand3: 16
and3: 8
a2111oi: 3
o31ai: 3
a21oi: 11
o211ai: 2
nor4: 5
buf: 3
a22oi: 4
mux2i: 5
inv: 5
nor2: 32
or3: 5
a211oi: 13
o22ai: 2
nor3: 4
a31oi: 2
a22o: 2
clkbuf: 8
a31o: 2
o21bai: 4
nand4: 14
o21ai: 19
and4: 3
[stage by stage]
| step | instances | hold WS [ps] |
|---|---|---|
| after floorplan | 258 | 465 |
| final | 393 | 535 |
| after detailed placement | 385 | 527 |
| after global placement | 385 | 528 |
| after CTS | 393 | 540 |
| after global routing | 393 | 578 |
[worst max-delay path by stage]
stage	from	end	slack, ps	cells after the start
4_1_cts	CE	count[30]	3600	7
5_1_grt	CE	count[30]	3370	7
6_report	CE	count[30]	3580	7
[power breakdown]
group,switching (mW),leakage [nW],internal (mW)
Sequential,0.0161,0.263,0.199
Combinational,0.0327,0.667,0.0526
Clock,0.0705,0.0455,0.0826
Total,0.119,0.975,0.334
[cells by family after synthesis]
group	count (synthesis)	share of synthesized area [%]
flip-flops	32	31.9
multiplexers	6	3.05
AND/OR/NAND/NOR	113	30.8
buffers and inverters	25	5.86
AND-OR/OR-AND	81	27.7
adder cells (fa/ha/maj)	1	0.623
[per-layer routing]
layer / track usage [%] / share of wire, % / vias to the layer above
met1: 26.9 / 49 / 1020
met2: 26.3 / 46 / 64
met4: 1.69 / 0.39 / 0
met5: 0 / 0 / -
met3: 2.71 / 5.5 / 2
li1: - / - / 1102
Power is estimated from default activity; no workload was simulated.
